==> flow/design.v <==
`timescale 1ns / 100ps
module uart_tx(in,start,clk,reset,o,busy); 
  input [9:0]in;
  input clk, start, reset;  
  output reg o, busy;   
  reg [3:0]count; 
  reg [2:0]state;  
  reg parity;  
  parameter IDLE=3'b000,START=3'b001,DATA=3'b010,STOP=3'b100, PARITY=3'b011; 
  parameter data_size = 8;  
  reg [9:0]data; 
  reg baud_tick;
  reg [23:0]baud_count;
  parameter baud_rate = 2000;  
  parameter div = 10000/baud_rate;  
  always @(posedge clk)
    begin
      if(!reset)
        begin
          baud_tick<=0;
          baud_count<=0;
        end
      else
        begin
          baud_count<= baud_count+1;
          if(baud_count==div-1)
            begin
              baud_tick<=1;
              baud_count<=0;
            end
          else
            baud_tick<=0;
        end
    end
  always @(posedge clk) 
    begin 
      if(!reset) 
        begin 
          count<=4'b0000; state<=3'b000; data<=0; o<=1; busy<=0; parity<=0;
        end 
      else if(baud_tick)
        begin 
          case(state) 
            IDLE: 
              begin 
                o<=1; 
                busy<=0; 
                if(start&!busy) 
                  state<=START;
                else 
                  state<=IDLE; 
              end 
            START: 
              begin 
                o<=0; 
                data<=in;
                busy<=1; 
                parity<=^(in[data_size-1:0]); 
                state<=DATA; 
              end 
            DATA: 
              begin 
                if (count==data_size-1)
                  begin 
                    o<=data[0]; 
                    count<=4'b0000; 
                    state<=PARITY; 
                  end 
                else 
                  begin o<=data[0]; 
                    data<=data>>1; 
                    count<=count+1;
                    state<=DATA; 
                  end 
              end 
            PARITY: 
              begin 
                o<=parity; 
                state<=STOP; 
              end 
            STOP: 
              begin 
                o<=1; 
                state<=IDLE;
              end 
            default:state<=IDLE; 
          endcase 
        end 
    end 
endmodule
==> flow/run.sh <==
#!/bin/bash
# OpenROAD 26Q1-2900-gdf79404cd8, Yosys 0.63+post, stock flow scripts
make -C /OpenROAD-flow-scripts/flow DESIGN_CONFIG=/design/flow/config.mk WORK_HOME=/design/flow/orfs finish
==> flow/config.mk <==
export PLATFORM = sky130hd
export DESIGN_NAME = uart_tx
export DESIGN_NICKNAME = uart_tx
export VERILOG_FILES = /design/flow/design.v
export SDC_FILE = /design/flow/constraint.sdc
export NUM_CORES = 4
export LEC_CHECK = 1
export CORE_UTILIZATION = 30
==> flow/constraint.sdc <==
current_design uart_tx

set clk_period 3.9
set clk_io_pct 0.2

create_clock -name clk0 -period $clk_period [get_ports {clk}]

set non_clock_inputs [all_inputs -no_clocks]
set_input_delay [expr $clk_period * $clk_io_pct] -clock clk0 $non_clock_inputs
set_output_delay [expr $clk_period * $clk_io_pct] -clock clk0 [all_outputs]
==> notes.md <==
The following summarizes the physical implementation.

CTS
The maximum root-to-sink buffer count is 2. For this design, the CTS-stage hold fixing added 0 buffers. The skew report gives the latency at the later pin of the worst-skew pair as ~0.30 ns. The clock tree synthesis step divided the H-tree into 2 levels.

The clock tree from TritonCTS is built. The clock slew at the register clock pins of the worst setup and hold paths is 0.09 ns. The number of sinks driven by the clock tree is 47. The number of buffers inserted to repair setup after CTS is 0. The number of buffers added by the clock tree synthesis step is 5. The tree is rooted in a sky130_fd_sc_hd__clkbuf_8. In this run, post-CTS repair resized a total of 0 instances.

Detailed routing
For this block, the initial DRC count from the detailed router was about 150. The number of vias in the routed layout is about 1600. The final antenna diode count is 0. The routed design shows a via density per instance of 4.652.

The detailed-route DRC error count is 0. Once detail routing completed, the nets flagged for antenna violations numbered 0. In the log, the iteration count for the first detailed-route pass is 4. The total wirelength of the detailed-routed design is ~3.8 mm. The wire length per cell after detailed routing is 10.76 microns.

Finish
Summing all non-filler instances in the final layout gives an area of 0.002455 sq mm. The top cell types in the final layout, fill and taps aside, are sky130_fd_sc_hd__dfxtp_1 (47), sky130_fd_sc_hd__nor2_1 (29), sky130_fd_sc_hd__a21oi_1 (19). Between the synthesized netlist and the finished layout, the area growth was recorded as 15.82%. The post-route netlist has approximately 6.2% of its cells at a drive strength greater than 1. The final core utilization is 36.13%. The most used logic cell in the final layout is sky130_fd_sc_hd__dfxtp_1.

Placement
The worst setup slack after placement is 1.815 ns. The count of buffers inserted at the top-level ports is 14. The total placed instance area is about 0.0024 sq mm. The routability congestion estimate from global placement is ~0.76. The HPWL after detailed placement is between 2 and 3 mm.

Timing
The routed design could run at a clock period as short as slightly above 2 ns. The final worst clock skew is around 0.013 ns. After layout, the worst path uses a little over half of the clock period. Checking max transition, the worst relative margin is a little under three fifths. The fmax is approximately 0.49 GHz.

In the final timing run, aggregate negative setup slack is 0 ns. The number of failing setup endpoints in the final timing report is 0. The final timing report lists a hold violation count of 0. Setup repair after global routing left no endpoint under its margin. Per the final report, max-transition violations number 0. The worst path setup slack after routing is between 1.5 and 2 ns. The transition time at the pin with the least slew margin is 0.6360 ns.

Global routing
Summed over all routing layers, the global router reports a total usage of between 10% and 20%. The initial antenna violation count was 0. The first global-routing pass estimated roughly 6.8 mm of wire. The maximum number of pins on one net before global-route repair is 25.

The via count of the first global-routing pass was 1525. The overflow left after global routing is 0.

Floorplan
Before placement the cells fill a little under a third of the core. 15 I/O pins were placed. The overall die area is 0.007405 sq mm. The floorplan core area is 0.006794 sq mm. Measured along the y axis, the die boundary spans ~86 microns. The floorplan has 30 rows. The width of the die is 86.06 microns.

Logic synthesis
After synthesis, the mean cell area works out to 8.722 sq um. The commonest register cell after synthesis is sky130_fd_sc_hd__dfxtp_1. The post-synth count of flops with an enable pin is 0. In the Yosys report, the sequential cells make up between 40% and 50% of the chip area. The number of cells in Yosys stat is between 200 and 250. Before any placement, the netlist area is recorded as 0.002120 sq mm.

The gate-level netlist out of Yosys references 33 unique cell types. Yosys reports a chip area of 0.002120 sq mm. The yosys warning tally is 1. Per the post-synthesis report, the number of cells in the design is 243. In this run, synthesis produced a sequential element count of around 47. The async set or reset register ratio after synthesis is 0%.

Setup path
The cell sequence reported for the critical path is ha_1 -> nand3_1 -> or4_1 -> or4_1 -> a21oi_1. The worst setup path is launched from a register. The arrival time reported for the critical path endpoint is between 2 and 2.5 ns. The largest delay contributor family on the critical path is simple AND/OR/NAND/NOR gates.

The largest driver fanout on the critical path is 9. The kind of end point of the critical path is a register. Along the critical path, the tally of buffer and inverter instances is 0.

The required time of the worst setup path is between 4 and 5 ns. For this design, the slowest cell found on the critical path is sky130_fd_sc_hd__or4_1. By startpoint and endpoint, the worst setup path is classified as reg -> reg. The most frequent cell on the critical path is sky130_fd_sc_hd__or4_1.

The largest single stage delay on the critical path is 0.60 ns.

Status
The run finished with clean final reports.

Flow run
The count of maximum capacitance violations is 0. The count of warning messages emitted by the tools is 26.

Min path
The type of the worst min-delay path is reg -> reg.

Power and ir drop
The leakage power is between 0.7 and 0.8 nW. The largest voltage drop on the vdd net is ~120 uV. In this run the power density over the cells is roughly 350 mW/mm^2.
[layer usage]
layer	global-route usage (%)	part of all wire [%]	vias up
met2	17.60	42	16
met1	17.27	54	729
met3	1.953	2.7	7
li1	-	-	890
met5	0	0	-
met4	1.667	2.1	0
[registers in the layout (all words and copies together) (netlist names)]
signal,count
baud_count,24
count,4
state,5
parity,1
o,1
busy,1
baud_tick,1
data,10
[final cells by class]
class | count | area, sq um
Fill cell | 685 | 4339
Multi-Input combinational cell | 176 | 1102
Sequential cell | 47 | 940.9
Timing Repair Buffer | 17 | 162.7
Tap cell | 96 | 120.1
Clock buffer | 7 | 86.33
Inverter | 9 | 33.78
Clock inverter | 1 | 8.758
[Yosys cell counts, types with 7 or more instances]
cell	number	area [sq um]
sky130_fd_sc_hd__nor2_1	29	108.9
sky130_fd_sc_hd__o21ai_0	10	50.05
sky130_fd_sc_hd__dfxtp_1	47	940.9
sky130_fd_sc_hd__a211oi_1	9	67.56
sky130_fd_sc_hd__nand2_1	15	56.30
sky130_fd_sc_hd__nor3_1	7	35.03
sky130_fd_sc_hd__nand3_1	12	60.06
sky130_fd_sc_hd__mux2i_1	10	100.1
sky130_fd_sc_hd__clkbuf_1	10	37.54
sky130_fd_sc_hd__a21oi_1	19	95.09
sky130_fd_sc_hd__inv_1	9	33.78
sky130_fd_sc_hd__xnor2_1	18	157.7
[stage by stage]
step	total power, mW	hold slack, ns	instances
floorplan	0.5323	0.4148	243
global placement	0.5566	0.4616	345
detailed placement	0.5566	0.4707	345
CTS	0.8647	0.4842	353
global route	0.8918	0.5109	353
finish	0.8484	0.4843	353
[path summary, 6_finish.rpt]
path	startpoint	endpoint	slack, ns	cells after the start
max	baud_count[0]	baud_count[22]	1.85	5
min	o	o	0.48	2
max reg2reg	baud_count[0]	baud_count[22]	1.85	5
min reg2reg	o	o	0.48	2
[power breakdown]
part	switching (mW)	internal, mW
Sequential	0.00612	0.484
Clock	0.159	0.145
Combinational	0.0265	0.0283
[worst min-delay path: cells and delay by family, from the launching register on]
family	cells	cell delay (ns)
simple gates	2	0.12
flops	1	0.32
[cells by family (layout without fill, tap and decap cells)]
kind of cell	count (synthesis)	after routing	synth area share, %
muxes	10	10	4.723
AOI/OAI and AO/OA	45	45	12.57
xor gates and xnor gates	21	21	8.678
DFF	47	47	44.39
buffers and inverters	20	34	3.601
and+or+nand+nor	97	97	24.26
adders and majority gates	3	3	1.771
Power figures rest on the tool's default switching activity, not on a simulated workload.
