==> design/flow/design.v <==
module tlc(t,clkdiv,R,G,O);
input [3:0]t;
input clkdiv;
output reg [3:0] R,G,O;
reg r,g,o;
reg next;
reg [1:0] state_side;
parameter side1=2'b00,side2=2'b01,side3=2'b10,side4=2'b11;
initial begin
state_side= 2'b0; 
next=1; 
r=0; 
g=0; 
o=0;
end
always@(posedge clkdiv)
begin
if(next)
begin
case(state_side)
side1:  if (t[1]==1'b1)
        state_side <= side2;
        else if (t[2]==1'b1)
        state_side <= side3;
        else if (t[3]==1'b1)
        state_side <= side4;
        else if (t[0]==1'b1)
        state_side <= side1;
side2:  if (t[2]==1'b1)
        state_side <= side3;
        else if (t[3]==1'b1)
        state_side <= side4;
        else if (t[0]==1'b1)
        state_side <= side1;
        else if (t[1]==1'b1)
        state_side <= side2;
side3:  if (t[3]==1'b1)
        state_side <= side4;
        else if (t[0]==1'b1)
        state_side <= side1;
        else if (t[1]==1'b1)
        state_side <= side2;
        else if (t[2]==1'b1)
        state_side <= side3;
side4:  if (t[0]==1'b1)
        state_side <= side1;
        else if (t[1]==1'b1)
        state_side <= side2;
        else if (t[2]==1'b1)
        state_side <= side3;
        else if (t[3]==1'b1)
        state_side <= side4;
endcase
end
end
reg [5:0]count= 0;
always@(posedge clkdiv)
begin
count <= count+1;
if (count<6'd50)
begin
next<=0;
g<=1;
o<=0;
end
else if(count<6'd55)
begin
g<=0;
o<=1;
next<=0;
end
else if(count>=6'd56)
begin
count <= 0;
next<=1;
g<=1;
o<=0;
end
end
always @(*) begin
    G = g ? (4'b0001 << state_side) : 4'b0000;
    O = o ? (4'b0001 << state_side) : 4'b0000;
    R = ~(G | O);
end
endmodule
==> design/flow/run.sh <==
#!/bin/bash
# OpenROAD 26Q1-2900-gdf79404cd8, Yosys 0.63+post, stock flow scripts
make -C /OpenROAD-flow-scripts/flow DESIGN_CONFIG=/design/flow/config.mk WORK_HOME=/design/flow/orfs finish
==> design/flow/config.mk <==
export PLATFORM = sky130hd
export DESIGN_NAME = tlc
export DESIGN_NICKNAME = tlc
export VERILOG_FILES = /design/flow/design.v
export SDC_FILE = /design/flow/constraint.sdc
export NUM_CORES = 4
export LEC_CHECK = 1
export CORE_AREA = 10 10 70 70
export DIE_AREA = 0 0 80 80
==> design/flow/constraint.sdc <==
current_design tlc

set clk_period 1.7
set clk_io_pct 0.2

create_clock -name clk0 -period $clk_period [get_ports {clkdiv}]

set non_clock_inputs [all_inputs -no_clocks]
set_input_delay [expr $clk_period * $clk_io_pct] -clock clk0 $non_clock_inputs
set_output_delay [expr $clk_period * $clk_io_pct] -clock clk0 [all_outputs]
==> impl_metrics.py <==
# Flow results
metrics = {
    "drt": {
        "drc_errors": 0,
        "drtIter0Drc": 15,
        "vias_per_cell": 4.02,
        "antenna_left": 0,
        "wire_per_inst_um": 9.49,
        "first_pass_iters": 2,
        "diodes": 0,
        "wl_mm": 1.32,
        "vias": 559,
    },
    "floorplanning": {
        "row_count": 21,
        "core_util_floorplan": 0.168,
        "die_w_um": 80,
        "design.core.area_um2": 3420,
        "io_pins": 17,
        "die_area_um2": 6400,
        "die_h_um": 80,
    },
    "placed_design": {
        "portBuffers": 16,
        "placed_cells": 129,
        "place_ws_ps": 94.7,
        "placed_cell_area_um2": 785,
        "gp_congestion": 0.802,
        "hpwl_um": 988,
    },
    "power": {
        "max-vdd-ir-drop_uv": 230,
        "p_per_area_nw_per_um2": 937,
        "total_power_uw": 845,
        "p_leak_uw": 0.000383,
    },
    "clocking": {
        "cts_sinks": 11,
        "clockBufferDepth": 2,
        "clk-insertion-delay-late_ps": 270,
        "path_clk_slew_ps": 70,
        "cts_tree": "done",
        "cts_buffers": 3,
        "hold_buffers": 0,
        "htreeDepth": 1,
        "root_buffer": "clkbuf_4",
    },
    "final_timing": {
        "tightestPinTransition_ps": 277,
        "hold_violations": 0,
        "slew_viol_final": 0,
        "rsz0062_at_grt": "yes",
        "fmax_ghz": 0.581,
        "finalCritPeriodShare": 1.01,
        "fin_crit_ps": 1720,
        "finalSetupViolCount": 3,
        "maxSlewHeadroom": 0.815,
        "setup_ws_ps": -20.3,
        "finClkSkew_ps": 4.45,
    },
    "logic_synthesis": {
        "synthArstFlopShare": 0,
        "yosys.area_share.aoi": 0.214,
        "adder_share": 0.0218,
        "synth-xor-area-share": 0.0153,
        "synth-main-ff-cell": "dfxtp_1",
        "synthMuxAreaShare": 0,
        "synth-edff-count": 2,
        "synth.distinct_cells": 29,
        "syn_inst": 69,
        "ys.flops": 11,
        "ys_warn_count": 1,
        "ys_seq_share": 0.418,
        "ys_area_um2": 574,
        "simple_gate_share": 0.253,
        "avgSynthCellArea_um2": 8.32,
        "logic_family": "simple AND/OR/NAND/NOR gates",
        "ys_cells": 69,
        "syn_area_um2": 574,
    },
    "worst_hold_path": {
        "hold_path_end": "count[0]$_DFF_P_",
        "hold_path_depth": 1,
        "min_from": "count[0]$_DFF_P_",
        "hold_class": "flop to flop",
    },
    "setup_path": {
        "crit_fanout": 3,
        "reg2reg_slack_ps": 280,
        "r2r-start": "state_side[1]$_DFFE_PP_",
        "crit_path_start_kind": "flop",
        "critPathRequiredTime_ps": 1360,
        "ff2ff_path_depth": 4,
        "timing.rr.end": "state_side[0]$_DFFE_PP_",
        "critical_path_class": "flop to output pin",
        "crit_arrival_ps": 1380,
        "worstSetupEndpointType": "output pin",
    },
    "layout": {
        "drive_gt1_frac": 0.290,
        "fillCellCount": 360,
        "syn_to_final_growth_pct": 57.1,
        "mostFrequentLayoutCells": "dfxtp_1, dlygate4sd2_1, buf_4, nor2_1, inv_1",
        "final_cells": 139,
        "multi_input_comb_area_um2": 327,
        "design_area_um2": 902,
        "regArea_um2": 241,
    },
    "grt": {
        "track_usage": 0.0359,
        "grt_pass1_wl_mm": 1.95,
        "overflow": 0,
        "antenna_found_initial": 0,
        "grt_max_degree": 9,
        "grt_pass1_vias": 473,
    },
    "status": {
        "failed_checks": "negative setup slack",
        "status": "finished, violations left",
    },
    "run": {
        "tool_warnings": 27,
        "max_cap_violations": 0,
    },
}
registers in the layout, summed over array words and instances (netlist names):
| signal | cells |
|---|---|
| g | 1 |
| next | 1 |
| state_side | 2 |
| count | 6 |
| o | 1 |
cell families after synthesis:
| group | Yosys count |
|---|---|
| buffers and inverters | 10 |
| XOR/XNOR | 1 |
| AND-OR/OR-AND | 18 |
| adder cells (fa/ha/maj) | 1 |
| AND/OR/NAND/NOR | 28 |
| flip-flops | 11 |
worst max path at each step:
stage                  startpoint    to  slack, ps  cells after the start
6_report  state_side[0]$_DFFE_PP_  R[1]        -20                      5
5_1_grt   state_side[0]$_DFFE_PP_  R[1]        -80                      5
4_1_cts   state_side[1]$_DFFE_PP_  R[3]       -140                      4
synthesized netlist by cell type (2+ instances only):
cell type / number / area [um2]
a31oi_1: 4 / 25.0
a21oi_1: 2 / 10.0
nor2_1: 10 / 37.5
nand3_1: 4 / 20.0
nor3b_1: 2 / 15.0
edfxtp_1: 2 / 60.1
o21ai_0: 3 / 15.0
buf_2: 2 / 10.0
nand2_1: 5 / 18.8
and2_1: 2 / 12.5
o21a_1: 3 / 22.5
inv_1: 5 / 18.8
dfxtp_1: 9 / 180
per-stage QoR:
step / TNS (ps) / utilization / hold slack [ps]
after floorplan: 0 / - / 417
after global placement: 0 / 0.230 / 434
after detailed placement: 0 / 0.230 / 448
after CTS: -517 / 0.247 / 456
after global routing: -244 / 0.264 / 475
final: -21.8 / 0.264 / 452
cell type report:
class	count	share of cell area
Multi-Input combinational cell	48	0.362
Sequential cell	11	0.268
Timing Repair Buffer	24	0.252
Tap cell	46	0.0638
Clock buffer	4	0.0291
Inverter	6	0.0250
power by group:
part	switching, uW	internal (uW)
sequential	28.4	300
combinational	140	203
clock	82.3	90.8
critical path, stage by stage, from the launching register on:
cell           delay [ps]
edfxtp_1              400
inv_2                  80
buf_4                 140
nor3b_2               200
nor2_1                 60
dlygate4sd2_1         240
layer usage:
layer  track usage  vias up  share of wire
met5             0        -              0
met4       0.00352        0         0.0068
met3        0.0205        2           0.11
met2        0.0586       16           0.43
met1        0.0413      253           0.45
li1              -      288              -
what timing repair did:
| action | 4_1_cts | 5_1_grt |
|---|---|---|
| pin swaps | 8 | 0 |
| setup buffers | 3 | 3 |
| resized | 15 | 12 |
| endpoints found under the setup margin | 12 | 7 |
No activity file was given, so power comes from the tool's default toggle rates.
