==> design/flow/design.v <==
`timescale 1ns / 100ps
module uart_rx(clk,in,reset,parity,busy,data);
  input in, clk, reset; 
  output reg [9:0]data;
  output reg parity;
  output reg busy;   
  reg [3:0]count; 
  reg [2:0]state;  
  parameter IDLE=3'b000,START=3'b001,DATA=3'b010,STOP=3'b100, PARITY=3'b011; 
  parameter data_size =8;  
  reg baud_tick;
  reg half_baud;
  reg [23:0]baud_count;
  parameter baud_rate =2000;  
  parameter div = 10000/baud_rate;  
  always @(posedge clk)
    begin
      if(!reset)
        begin
          baud_tick<=0;
          baud_count<=0;
          half_baud<=0;
        end
      else
        begin
          baud_count<= baud_count+1;
          if(baud_count==div-1)
            begin
              baud_tick<=1;
              baud_count<=0;
            end
          else if(baud_count==div/2-1)
            half_baud<=1;
          else
            begin
              baud_tick<=0;
              half_baud<=0;
            end        	
        end
    end
  always @(posedge clk) 
    begin 
      if(!reset) 
        begin 
          count<=4'b0000; state<=3'b000; data<=0; busy<=0; parity<=0;
        end 
      else 
        begin 
          case(state) 
            IDLE:
                begin
                  busy<=0;
                  if(in==0)
                    state<=START;
                  else
                    state<=IDLE;
                end 
            START: 
              begin 
                if(half_baud)
                  begin
                    if(in==0)
                      begin
                        state<=DATA;
                        busy<=1;
                      end
                    else
                      state<=IDLE;
                  end                
              end 
            DATA:
              if(baud_tick) 
              begin
                if(count<data_size+1)
                  begin
                    data[count-1]<=in;  
                    state<=DATA;
                    count<=count+1;
                  end
                else
                  begin
                    state<= PARITY;
                  end
              end
            PARITY:
              if(baud_tick)
              begin
                parity<=in;
                state<=STOP;
                count<=0;          
              end 
            STOP:
              if(baud_tick)
              begin
                state<=IDLE;
              end 
            default:state<=IDLE; 
          endcase 
        end 
    end
endmodule
==> design/flow/run.sh <==
#!/bin/bash
# OpenROAD 26Q1-2900-gdf79404cd8, Yosys 0.63+post, stock flow scripts
make -C /OpenROAD-flow-scripts/flow DESIGN_CONFIG=/design/flow/config.mk WORK_HOME=/design/flow/orfs finish
==> design/flow/config.mk <==
export PLATFORM = sky130hd
export DESIGN_NAME = uart_rx
export DESIGN_NICKNAME = uart_rx
export VERILOG_FILES = /design/flow/design.v
export SDC_FILE = /design/flow/constraint.sdc
export NUM_CORES = 4
export LEC_CHECK = 1
export CORE_UTILIZATION = 30
==> design/flow/constraint.sdc <==
current_design uart_rx

set clk_period 3.1
set clk_io_pct 0.2

create_clock -name clk0 -period $clk_period [get_ports {clk}]

set non_clock_inputs [all_inputs -no_clocks]
set_input_delay [expr $clk_period * $clk_io_pct] -clock clk0 $non_clock_inputs
set_output_delay [expr $clk_period * $clk_io_pct] -clock clk0 [all_outputs]
==> flow_summary.ini <==
; synthesis and place-and-route metrics
[outcome]
outcome = complete, no violations

[timing]
tightestPinTransition_ns = 0.633
fin_crit_ns = 2.84
rsz0062_at_grt = no
fin_setup_tns_ns = 0
finClkSkew_ns = 0.00730
fmax_ghz = 0.352
slew_viol_final = 0
setup_violations = 0
fin_crit_sh_pct = 91.5
timing_hold_violations_final = 0
slew_headroom_pct = 57.6
setup_ws_ns = 0.263

[synthesis]
ys_area_um2 = 2530
synth_seq_share_pct = 37.2
top_cells_by_area = dfxtp_1 (37%), ha_1 (6.9%), nor2_1 (5.6%), xnor2_1 (5.5%), nand2_1 (4.3%)
ys_sh_adder_pct = 6.92
edf_count = 0
top_logic_kind = simple AND/OR/NAND/NOR gates
yosys.area_share.aoi_pct = 10.8
simple_gate_share_pct = 29.4
ys_types = 49
post-synth-top-area-cell = dfxtp_1
async_flop_share_pct = 0
synth_cells = 299
syn_avg_cell_area_um2 = 8.46
synth-warning-count = 1
ys_cells = 299
ys_ff = 47
syn_area_um2 = 2530
ys_sh_xor_pct = 8.80
ys.flop_type = dfxtp_1
yosysTopAreaCellShare_pct = 37.2
mux_area_share_pct = 1.98

[critical_path]
crit_type = reg2reg
reg2reg_slack_ns = 0.26
crit_path_start_kind = register
worstPathMaxFanout = 7
cp-end-kind = register
crit_required_ns = 3.35
arrival_ns = 3.09

[floorplan]
coreArea_um2 = 8180
die_h_um = 93.8
io_pins = 15
fp-row-count = 33
fp_util_pct = 30.9
die_x_um = 93.8
chipArea_um2 = 8800

[detailed_routing]
drt_first_pass_iters = 4
drt_wl_total_um = 4980
first_iter_violations = 71
drc = 0
ant_nets = 0
wl_per_cell_um = 11.9
antenna_cells = 0
viasPerCell = 4.85
vias = 2037

[clock_network]
ctsHoldBuffers = 0
cts_buffers = 5
cts_sinks = 47
clk_root_buffer_cell = clkbuf_8
clk_pin_slew_worst_paths_ns = 0.09
cts.path.max_buffers = 2
htree_levels = 2
cts_tree = yes
clock_latency_ns = 0.29

[placement]
gp_congestion = 0.874
port_buffers = 14
placed_cells = 412
dp_worst_setup_slack_ns = 0.192
place_hpwl_um = 3630

[grt]
antenna_found_initial = 0
grt_pass1_wl_um = 8710
grt_pass1_vias = 1850
grt_usage_pct = 12.5
grt_max_degree = 17
overflow = 0

[power]
powerDensity_nw_per_um2 = 406
vdd_drop_max_uv = 224
p_leak_uw = 0.00106

[worst_hold_path]
hp-class = reg2reg

[job]
tool_warnings = 31
cap_viol_max_count = 0

[finish]
area_growth_pct = 15.8
instances_no_fill = 420
fill_cells = 822
drive_above_1_share_pct = 6.98
cell usage in the layout, fill, tap and decap left out, types with 2 or more instances in the layout:
| cell type | synthesis | layout |
|---|---|---|
| a32o_1 | 4 | 4 |
| nor2_1 | 38 | 38 |
| nand2_1 | 29 | 29 |
| xor2_1 | 5 | 5 |
| nand3_1 | 16 | 15 |
| and3_1 | 8 | 8 |
| dfxtp_1 | 47 | 46 |
| a31oi_1 | 3 | 3 |
| xnor2_1 | 16 | 16 |
| nand2b_1 | 5 | 5 |
| a21oi_1 | 12 | 12 |
| a41oi_1 | 2 | 2 |
| buf_4 | 0 | 5 |
| mux2i_1 | 5 | 5 |
| nor3_1 | 9 | 9 |
| o21ai_0 | 7 | 7 |
| bufinv_16 | 0 | 2 |
| and2_1 | 3 | 3 |
| nor2b_1 | 4 | 4 |
| or3_1 | 3 | 3 |
| clkbuf_8 | 0 | 5 |
| ha_1 | 14 | 14 |
| nor4_1 | 8 | 7 |
| nand4_1 | 7 | 7 |
| inv_1 | 17 | 17 |
| nand4b_1 | 2 | 2 |
| nor3b_1 | 2 | 2 |
| clkdlybuf4s50_1 | 0 | 14 |
| o22ai_1 | 2 | 2 |
cells in the mapped netlist, types with 4 or more instances:
master	number
clkbuf_1	5
nor2_1	38
xnor2_1	16
nor3_1	9
a32o_1	4
nor2b_1	4
a21oi_1	12
and3_1	8
nor4_1	8
nand3_1	16
o21ai_0	7
mux2i_1	5
dfxtp_1	47
nand4_1	7
inv_1	17
xor2_1	5
nand2b_1	5
ha_1	14
nand2_1	29
metrics by stage:
stage / util, % / hold WS, ns / instance area [um^2] / power [uW]
CTS: 35.7 / 0.461 / 2920 / 1210
global route: 35.8 / 0.487 / 2930 / 1240
global placement: 34.1 / 0.446 / 2780 / 678
detailed placement: 34.1 / 0.450 / 2780 / 680
finish: 35.8 / 0.458 / 2930 / 1190
floorplan: - / 0.420 / 2530 / 665
worst max-delay path, cell delays in order (launching register included):
cell and delay, ns:
dfxtp_2 0.38, inv_1 0.10, ha_1 0.20, buf_4 0.17
nand2_1 0.07, a21oi_1 0.06, a41oi_1 0.29, nand2b_1 0.15
ha_1 0.23, nor4bb_1 0.35, nand3_2 0.23, nor4_1 0.28
buf_4 0.16, a31o_2 0.14
state kept, by name, summed over array words and instances (netlist names):
| signal | cells |
|---|---|
| data | 10 |
| parity | 1 |
| count | 4 |
| baud_tick | 1 |
| baud_count | 24 |
| state | 5 |
| half_baud | 1 |
| busy | 1 |
cell families after synthesis:
group           count (synthesis)
simple gates                  143
mux                             5
compound gates                 39
xor+xnor                       23
buf+inv                        28
flops                          47
fa+ha+maj                      14
power by group:
part / leakage (uW) / switching (uW) / internal, uW
Clock: 0.0000654 / 203 / 322
Sequential: 0.000380 / 9.84 / 612
Combinational: 0.000612 / 26.1 / 17.1
worst paths after layout:
kind / end / from / depth (start not counted)
worst min-delay path: parity / parity / 2
worst max-delay path: data[9] / count[1] / 13
worst min register to register: parity / parity / 2
worst max register to register: data[9] / count[1] / 13
final cells by class:
type	instances	area (um^2)	share of cell area [%]
clock buffers	6	72.6	2.48
clock inverters	2	60.1	2.05
inverters	17	63.8	2.18
multi-input cells	224	1480	50.6
flip-flops and latches	47	942	32.2
well taps	105	131	4.49
repair buffers	19	178	6.07
per-layer routing:
metal | GRT usage, % | vias to the layer above | wire [um]
met2 | 19.5 | 28 | 2260
li1 | - | 1072 | -
met3 | 2.47 | 4 | 166
met5 | 0 | - | 0
met1 | 18.4 | 933 | 2510
met4 | 1.92 | 0 | 45
timing repair:
item,in CTS,in global routing
endpoints found under the hold margin,0,0
setup buffers,0,0
setup endpoints to repair,0,4
resized,0,3
Power figures rest on the tool's default switching activity, not on a simulated workload.
